$ cat /design/flow/design.v
module vending_fsm(input [1:0]din,input clock,reset,output reg p,
                 output reg[3:0]c1,c2);
   parameter IDLE=4'b0000,
		 	 S5=4'b0001,
	         S10=4'b0010,
	 	     S15=4'b0011,
	 	     S20=4'b0100,
	 		 S25=4'b0101,
	 	     S30=4'b0110,
	 		 S35=4'b0111,
	     	 S40=4'b1000,
	 		 S45=4'b1001;
 reg [3:0] next_state, state;
always@(posedge clock)begin
	   if(reset)
	   state<=IDLE;
	  else 
	  state<=next_state;
	end
  always@(*)begin
    case (state)
  IDLE: 
		if(din==2'b00)
		next_state=S5;
      	else if(din==2'b01) 
        next_state=S10;
		else if(din==2'b10) 
	    next_state=S25;
		else
	    next_state=IDLE;
  S5: 
        if (din==2'b00)
  		 next_state=S10;
		else if(din==2'b01) 
        next_state=S15;
		else if(din==2'b10) 
		next_state=S30;
    	else
    	next_state=IDLE;
 S10: 
        if (din==2'b00)
        next_state=S15;
		else if(din==2'b01) 
        next_state=S20;
		else if(din==2'b10) 
		next_state=S35;
        else 
        next_state=IDLE;
 S15: 
        if (din==2'b00)
        next_state=S20;
		else if(din==2'b01) 
        next_state=S25;
		else if(din==2'b10) 
	   next_state=S40;
        else 
       next_state=IDLE;
S20: 
        if (din==2'b00)
        next_state=S25;
		else if(din==2'b01) 
        next_state=S30;
		else if(din==2'b10) 
		next_state=S45;
        else 
      	next_state=IDLE;
S25     : next_state=IDLE;
S30     : next_state=IDLE;
S35     : next_state=IDLE;
S40     : next_state=IDLE;
S45     : next_state=IDLE;
default : next_state=IDLE;
    endcase
  end
always@(*)
  begin
	p=1'b0; c1=4'd0; c2=4'd0;
    case (state)
        IDLE :begin
			p=1'b0; c1=4'd0; c2=4'd0;
			end
		S5 : begin
			p=1'b0; c1=4'd0; c2=4'd0;
			end 
		S10 : begin
			p=1'b0; c1=4'd0; c2=4'd0;
			end 
		S15 : begin
			p=1'b0; c1=4'd0; c2=4'd0;
			end 
		S20 : begin
			p=2'b0; c1=4'd0; c2=4'd0;
			end 
		S25 : begin
			p=1'b1; c1=4'd0; c2=4'd0;
			end 
		S30 : begin
			p=1'b1; c1=4'd5; c2=4'd0;
			end 
		S35 : begin
			p=1'b1; c1=4'd10; c2=4'd0;
			end 
		S40 : begin
			p=1'b1; c1=4'd10; c2=4'd5;
			end 
		S45 : begin
			p=1'b1; c1=4'd10; c2=4'd10;
			end 
		default : begin
			p=1'b0; c1=4'd0; c2=4'd0;
			end 
		endcase
	end
endmodule
$ cat /design/flow/run.sh
#!/bin/bash
# OpenROAD 26Q1-2900-gdf79404cd8, Yosys 0.63+post, stock flow scripts
make -C /OpenROAD-flow-scripts/flow DESIGN_CONFIG=/design/flow/config.mk WORK_HOME=/design/flow/orfs finish
$ cat /design/flow/config.mk
export PLATFORM = sky130hd
export DESIGN_NAME = vending_fsm
export DESIGN_NICKNAME = vending_fsm
export VERILOG_FILES = /design/flow/design.v
export SDC_FILE = /design/flow/constraint.sdc
export NUM_CORES = 4
export LEC_CHECK = 1
export CORE_AREA = 10 10 70 70
export DIE_AREA = 0 0 80 80
$ cat /design/flow/constraint.sdc
current_design vending_fsm

set clk_period 1.6
set clk_io_pct 0.2

create_clock -name clk0 -period $clk_period [get_ports {clock}]

set non_clock_inputs [all_inputs -no_clocks]
set_input_delay [expr $clk_period * $clk_io_pct] -clock clk0 $non_clock_inputs
set_output_delay [expr $clk_period * $clk_io_pct] -clock clk0 [all_outputs]
==> run_summary.xml <==
<?xml version="1.0" encoding="UTF-8"?>
<metrics>
  <group name="run_status">
    <metric name="run_status" unit="">complete, no violations</metric>
  </group>
  <group name="global_routing">
    <metric name="number_of_antenna_violations_at_the_first_check_in_global_routing" unit="">0</metric>
    <metric name="first_global_vias" unit="">343</metric>
    <metric name="globalRouteTotalUtil" unit="%">2.977</metric>
    <metric name="grt_first_pass_wirelength" unit="µm">1607</metric>
    <metric name="maximum_number_of_pins_on_one_net_before_global_route_repair" unit="">10</metric>
    <metric name="global_route.overflow_total" unit="">0</metric>
  </group>
  <group name="synthesis">
    <metric name="topCellsByArea" unit="">dfxtp_1, ha_1, buf_4</metric>
    <metric name="yosys.cell_types.count" unit="">29</metric>
    <metric name="yosys.stat.chipArea" unit="µm²">501.7</metric>
    <metric name="synth_top_area_share" unit="%">35.91</metric>
    <metric name="synthesis.area" unit="µm²">501.7</metric>
    <metric name="synthesis.yosys.warnings" unit="">1</metric>
    <metric name="ys_ff" unit="">9</metric>
    <metric name="yosys.area.top_type" unit="">dfxtp_1</metric>
    <metric name="syn_inst" unit="">56</metric>
    <metric name="synthesis.area_per_instance" unit="µm²">8.959</metric>
    <metric name="seq_share_synth" unit="%">35.91</metric>
    <metric name="synth_stat.cells" unit="">56</metric>
  </group>
  <group name="cells_and_area">
    <metric name="final_cell_count_no_fill" unit="">121</metric>
    <metric name="layout_top_cells_excl_fill_tap" unit="">clkdlybuf4s50_1, buf_4, nor2_1</metric>
    <metric name="fillers" unit="">375</metric>
    <metric name="final_layout_size_suffix_gt1_share" unit="%">34.67</metric>
    <metric name="final_common_cell" unit="">clkdlybuf4s50_1</metric>
    <metric name="synthToLayoutAreaGrowth" unit="%">47.88</metric>
  </group>
  <group name="run">
    <metric name="number_of_warnings_in_the_stage_logs" unit="">28</metric>
    <metric name="cap_viol_max_count" unit="">0</metric>
  </group>
  <group name="pwr">
    <metric name="p_leak" unit="nW">0.2998</metric>
    <metric name="peak_supply_drop" unit="µV">135.2</metric>
    <metric name="pwr-share-seq" unit="%">46.9</metric>
    <metric name="switching_share" unit="%">25.64</metric>
    <metric name="clock_power_share" unit="%">30.6</metric>
    <metric name="cellPowerDensity" unit="nW/µm²">738.4</metric>
    <metric name="power.combinational.fraction" unit="%">22.5</metric>
    <metric name="p_int" unit="W">0.0004074</metric>
    <metric name="net_sw_power" unit="W">0.0001405</metric>
    <metric name="total_power" unit="W">0.0005478</metric>
  </group>
  <group name="routing">
    <metric name="drtPass1Iterations" unit="">4</metric>
    <metric name="dr.first_iter.drc_count" unit="">33</metric>
    <metric name="route.final.wire_length" unit="µm">1059</metric>
    <metric name="dr_total_vias" unit="">437</metric>
    <metric name="avgViaCountPerCell" unit="">3.612</metric>
    <metric name="drc" unit="">0</metric>
    <metric name="drt-wirelength-per-cell" unit="µm">8.752</metric>
    <metric name="route.antenna.remaining_nets" unit="">0</metric>
    <metric name="antenna_diode_count" unit="">0</metric>
  </group>
  <group name="setup_path">
    <metric name="cp_num_cells" unit="">7</metric>
    <metric name="critical_path_required" unit="ns">1.77</metric>
    <metric name="critPathMaxFanout" unit="">3</metric>
    <metric name="setup.worst_path.end_class" unit="">register</metric>
    <metric name="crit_path_top_delay_cell" unit="">or2_2</metric>
    <metric name="path_class" unit="">primary input to register</metric>
    <metric name="worst-path-buf-inv" unit="">2</metric>
    <metric name="timing.critical_path.cells" unit="">buf_2, buf_4, ha_1, nor4b_1, a221oi_1, or2_2, o31ai_2</metric>
    <metric name="reg2regPathDepth" unit="">4</metric>
    <metric name="worst_ep_arrival_time" unit="ns">1.69</metric>
    <metric name="critical_path.startpoint_type" unit="">primary input</metric>
    <metric name="critical_path.top_delay_family" unit="">simple AND/OR/NAND/NOR gates</metric>
    <metric name="max_stage_delay" unit="ns">0.32</metric>
  </group>
  <group name="die">
    <metric name="number_of_core_rows" unit="">21</metric>
    <metric name="die_area" unit="µm²">6400</metric>
    <metric name="floorplan.core_util" unit="%">14.69</metric>
    <metric name="ioPinCount" unit="">13</metric>
    <metric name="dieWidth" unit="µm">80</metric>
    <metric name="core-area" unit="µm²">3416</metric>
    <metric name="die.size.y" unit="µm">80</metric>
  </group>
  <group name="clock_tree">
    <metric name="number_of_buffers_created_by_cts" unit="">3</metric>
    <metric name="htreeDepth" unit="">1</metric>
    <metric name="postCtsSetupRepairBufs" unit="">0</metric>
    <metric name="tritoncts_clock_tree" unit="">yes</metric>
    <metric name="cts.root.buffer_cell" unit="">clkbuf_4</metric>
    <metric name="numClockSinks" unit="">9</metric>
    <metric name="clk_pin_slew_worst_paths" unit="ns">0.06</metric>
    <metric name="cts.path.max_buffers" unit="">2</metric>
    <metric name="clock.latency.late_pin" unit="ns">0.25</metric>
  </group>
  <group name="sta">
    <metric name="timing_max_transition_violations_final" unit="">0</metric>
    <metric name="finalClockPeriodUsage" unit="%">94.67</metric>
    <metric name="clock_skew" unit="ns">0.001654</metric>
    <metric name="max_clock_freq" unit="MHz">660.2</metric>
    <metric name="period_needed" unit="ns">1.515</metric>
    <metric name="final.hold.worst_slack" unit="ns">0.6286</metric>
    <metric name="finalHoldViolCount" unit="">0</metric>
    <metric name="setup_viol" unit="">0</metric>
    <metric name="layout_setup_ws" unit="ns">0.08529</metric>
    <metric name="worst_pin_slew" unit="ns">0.3162</metric>
    <metric name="grt_setup_unrepaired" unit="">false</metric>
    <metric name="worst_slew_margin_rel" unit="%">78.92</metric>
  </group>
  <group name="placed_design">
    <metric name="dp_slack" unit="ns">-0.5930</metric>
    <metric name="dpl.cell_count" unit="">117</metric>
    <metric name="gp_routability_congestion" unit="">0.7693</metric>
    <metric name="placement.io_buffers" unit="">12</metric>
  </group>
  <group name="worst_hold_path">
    <metric name="hold-path-cell-count" unit="">2</metric>
    <metric name="hold_path.class" unit="">primary input to register</metric>
  </group>
</metrics>
-- worst register-to-register path: cells and delay by family (launching register included) --
| family | cells | cell delay (ns) |
|---|---|---|
| simple gates | 2 | 0.33 |
| flops | 1 | 0.36 |
| compound gates | 2 | 0.72 |
-- routing by layer --
layer / vias to the layer above / track usage (%) / routed length [µm]
met2: 20 / 3.451 / 381
met1: 188 / 4.916 / 565
met4: 0 / 0.7042 / 0
met5: - / 0 / 0
met3: 0 / 0.9091 / 112
li1: 229 / - / -
-- through the flow --
stage / utilization (%) / TNS, ns / cell area, µm²
2_1_floorplan: - / 0 / 501.7
3_3_place_gp: 20.62 / -3.098 / 704.4
3_5_place_dp: 20.62 / -3.114 / 704.4
4_1_cts: 21.50 / 0 / 734.5
5_1_grt: 21.72 / 0 / 742.0
6_report: 21.72 / 0 / 742.0
-- worst paths after layout --
kind | from | end | slack (ns)
hold reg to reg | state[2] | state[2] | 0.65
hold / removal | reset | state[2] | 0.63
setup reg to reg | state[1] | c1[2] | 0.11
setup / recovery | din[0] | c1[3] | 0.09
-- logic make-up (layout without fill, tap and decap cells) --
| kind of cell | count (synthesis) | after routing | synth area share, % |
|---|---|---|---|
| AND/OR/NAND/NOR | 23 | 23 | 25.94 |
| AND-OR/OR-AND | 12 | 12 | 18.95 |
| buffers and inverters | 8 | 27 | 9.226 |
| adder cells (fa/ha/maj) | 4 | 4 | 9.975 |
| flip-flops | 9 | 9 | 35.91 |
-- area by class of cell --
class,count,area [µm²],area share (%)
multi-input cells,39,292.8,39.46
well taps,46,57.56,7.757
clock buffers,4,26.28,3.541
repair buffers,20,170.2,22.93
flip-flops and latches,9,183.9,24.79
inverters,3,11.26,1.518
-- synthesized netlist by cell type --
cell type  n
dfxtp_1    9
and3b_1    1
o221ai_1   1
nor2_1     7
nor2b_1    1
a221oi_1   1
buf_4      4
nand3b_1   2
o21ba_2    1
nor3_1     1
or2_1      1
and3_2     1
nand2b_1   1
nor3b_1    1
a221o_1    1
a211o_1    1
nand2_1    3
a21oi_1    2
and2b_2    1
buf_2      1
a31o_2     1
nand4_1    1
a21o_1     1
nor4b_1    1
o31ai_2    1
inv_1      3
or2_2      1
o21ai_0    2
ha_1       4
-- flip-flops by register name, summed over array words and instances (netlist names) --
name	cells
c1	2
c2	2
p	1
state	4
-- power by group through the flow --
stage | clock, W | sequential (W) | combinational [W]
4_1_cts | 0.000176 | 0.000254 | 0.000123
5_1_grt | 0.000189 | 0.000260 | 0.000136
6_report | 0.000168 | 0.000257 | 0.000123
-- what timing repair did --
item,CTS,global route
setup endpoints to repair,5,2
pin swaps,4,3
gates resized,12,3
hold buffers,0,0
No activity file was given, so power comes from the tool's default toggle rates.

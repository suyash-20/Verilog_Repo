===== design/flow/constraint.sdc =====
current_design sequence

set clk_period 1.0
set clk_io_pct 0.2

create_clock -name clk0 -period $clk_period [get_ports {clk}]

set non_clock_inputs [all_inputs -no_clocks]
set_input_delay [expr $clk_period * $clk_io_pct] -clock clk0 $non_clock_inputs
set_output_delay [expr $clk_period * $clk_io_pct] -clock clk0 [all_outputs]

===== design/flow/run.sh =====
#!/bin/bash
# OpenROAD 26Q1-2900-gdf79404cd8, Yosys 0.63+post, stock flow scripts
make -C /OpenROAD-flow-scripts/flow DESIGN_CONFIG=/design/flow/config.mk WORK_HOME=/design/flow/orfs finish

===== design/flow/config.mk =====
export PLATFORM = sky130hd
export DESIGN_NAME = sequence
export DESIGN_NICKNAME = sequence
export VERILOG_FILES = /design/flow/design.v
export SDC_FILE = /design/flow/constraint.sdc
export NUM_CORES = 4
export LEC_CHECK = 1
export CORE_AREA = 10 10 70 70
export DIE_AREA = 0 0 80 80

===== design/flow/design.v =====
module sequence(clk , reset, din, dout);
input clk, reset, din;
output  reg dout;
parameter IDLE = 4'b0000,
          S0 = 4'b0001,
          S1 = 4'b0010,
          S2 = 4'b0011,
          S3 = 4'b0100,
          S4 = 4'b0101,
          S5 = 4'b0110,
          S6 = 4'b0111,
          S7 = 4'b1000;
reg [3:0]next_state, state;
always@(posedge clk) begin
if(reset)
state<= IDLE;
else
state<= next_state;
end
always@(*) begin
case(state)
IDLE: begin
      dout = 0;
      if(din==0)
      next_state = S0;
      else
      next_state = S4;
      end
S0:   begin
      dout = 0;
      if(din==1)
      next_state = S1;
      else
      next_state = S0;
      end
S1:   begin
      if(din==0)
      next_state = S2;
      else
      next_state = S4;
      end
S2:   begin
      dout = 0;
      if(din==1)
      next_state = S3;
      else
      next_state = S0;
      end
S3:   begin
      dout = 1;
      if(din==1)
      next_state = S7;
      else
      next_state = S5;
      end
S4:   begin
      dout = 0;
      if(din==0)
      next_state = S5;
      else
      next_state = S4;
      end
S5:   begin
      dout = 0;
      if(din==1)
      next_state = S6;
      else
      next_state = S0;
      end
S6:   begin
      dout = 0;
      if(din==1)
      next_state = S7;
      else
      next_state = S2;
      end
S7:   begin
      dout = 1;
      if(din==1)
      next_state = S4;
      else
      next_state = S5;
      end
    endcase
  end
  endmodule

==> results_slide.txt <==
Synthesis and Place & Route Summary

Run status
  • Status: finished clean

Synth
  • Post-synth EDFFs: 0
  • Post-synth top area cell: dfxtp_1
  • Top-area cell type share of the netlist area: 21.1%
  • Main flop type: dlxtn_1
  • Avg Cell Area, Syn: roughly 8.5 um^2
  • Cell Type Count: 22
  • Synth Register Bits: 9
  • Warnings from Yosys: 1
  • Post-synth area from yosys stat: about 380 um^2
  • Biggest area cells: dfxtp_1 21%, dlxtn_1 20%, nor2b_1 9.9%
  • Fraction of registers with async set/reset: 0%
  • Most common library cells after synthesis: 6 x nor2b_1, 5 x dlxtn_1, 4 x dfxtp_1, 4 x inv_1, 3 x nand2_1
  • Count leader, synth: nor2b_1
  • Yosys cell count: 45
  • Cell Area, Synth: between 300 and 400 um^2
  • Synthesized instance count: 45

Placement
  • Cell count after placement: 92
  • Port bufs: 3
  • DPL Wire Length: about 540 um
  • GPL Wtd Cong: between 0.8 and 0.9
  • Total placed instance area: 452 um^2

Final layout
  • Layout cells sized above 1: 8.16%
  • Fin area: 474 um^2
  • # fillers: 396
  • Area grow syn2layout: 24.7%
  • Final cell count without fillers: 95
  • MI comb area: slightly below 200 um^2
  • FF+latch area: 155 um^2

Setup path
  • Crit path max-delay family: buffers and inverters
  • CP max stage delay: between 500 and 600 ps
  • Crit path cell chain: clkdlybuf4s50_1 > nor2b_1
  • Worst path arrival time: 790 ps
  • CP startpoint kind: input pin
  • Slowest cell on the critical path: clkdlybuf4s50_1
  • Worst path depth: 2
  • CP Class: in -> reg
  • Crit path DRT: approximately 1100 ps
  • CP Buf/Inv Count: 1
  • Endpoint class of the critical path: register
  • CP max FO: 4

Worst hold path
  • Hold Crit Depth: 2
  • Hold WC Path Type: in -> reg

Detailed routing
  • Vias per cell: 3.31
  • Post-route ant nets: 0
  • Routed WL per cell: between 7 and 8 um
  • N_diodes: 0
  • Routed WL: ~670 um
  • Drt pass-1 iters: 4
  • Remaining DRCs: 0
  • Total number of vias: 314
  • DR iter-0 viols: 16

Global routing
  • First-pass GRT wire length: 1190 um
  • Tot GR Track Use: 2.20%
  • GRT Residual Overflow: 0
  • Pin count of the biggest net entering global routing: 11
  • Vias in the first global route: ~290
  • Initial antenna violation count: 0

Clocking
  • Post-CTS sizing: 0
  • Post-CTS setup buffer count: 0
  • H-Tree Depth: 1
  • Clock Pin Slew Worst Setup and Hold Paths: roughly 40 ps
  • Root Driver: clkbuf_4
  • TritonCTS Buffers: 3
  • Max Buffers Root-to-Sink: 2
  • Hold_buf cts: 0
  • CTS tree: done

Floorplanning
  • Die Y-Extent: 80 um
  • Chip area: roughly 6400 um^2
  • Fp util: 11.1%
  • Core area: about 3400 um^2
  • Standard-cell rows: 21
  • IO Count: 4
  • Die width: 80 um

Job
  • Max-Cap Viols: 0
  • Tool Warnings: 25

Final timing
  • Worst Max-Slew Pin Slew: 319 ps
  • Hold Slack: 582 ps
  • Max-slew violations: 0
  • Final hold violation count: 0
  • Setup tns final: 0 ps
  • Final period util: 66.6%
  • RSZ-0062 raised after global routing: no
  • Register pins left without a clock: 5
  • Normalized max-slew margin: a little under 80%
  • Post-route minimum period: 666 ps
  • # setup viols final: 0
  • FMAX: 1500 MHz
  • Endpoints left unconstrained: 6

Power and ir drop
  • P per Cell Area: 880 nW/um^2
  • Leakage power: 0.169 nW
  • Maximum vdd drop: 0.165 mV
  • Pwr Total: 0.418 mW
-- cell usage in the layout, fill, tap and decap left out --
| master | n |
|---|---|
| a21boi_0 | 1 |
| o32a_1 | 1 |
| a22oi_1 | 1 |
| nor2_1 | 2 |
| o21ai_0 | 2 |
| nor2b_1 | 6 |
| clkdlybuf4s50_1 | 3 |
| a21oi_1 | 1 |
| xor2_1 | 2 |
| nand2b_1 | 2 |
| nor3b_1 | 1 |
| nor3_1 | 2 |
| o221ai_2 | 1 |
| o22ai_1 | 1 |
| xnor2_1 | 1 |
| nand3_1 | 1 |
| inv_1 | 4 |
| dlxtn_1 | 5 |
| a211oi_1 | 2 |
| clkbuf_4 | 3 |
| nand2_1 | 3 |
| dfxtp_1 | 4 |
-- final timing paths --
path,start,end,slack [ps]
worst max-delay path,reset,state[0],330
worst min-delay path,reset,state[3],580
-- stage by stage --
step	utilization (%)	worst slack, ps
floorplan	-	664
global placement	13.2	103
detailed placement	13.2	82.8
CTS	13.9	337
global route	13.9	316
finish	13.9	334
-- layer usage --
metal | track usage, % | share of wire [%] | vias to the layer above
met2 | 3.77 | 50 | 5
met5 | 0 | 0 | -
met3 | 0.682 | 5.2 | 2
li1 | - | - | 161
met4 | 0.704 | 1.2 | 0
met1 | 2.54 | 43 | 146
-- sequential cells by signal (all words and copies together), names as in the netlist --
register	flops
dout	1
state	4
next_state	4
-- report_power, final --
group          leakage, nW  switching [mW]  internal (mW)
combinational       0.0826          0.0207         0.0229
sequential          0.0726         0.00734          0.167
clock               0.0138          0.0658          0.134
-- cell type report --
class,instances,share of cell area (%)
multi-input cells,30,40.9
flip-flops and latches,9,32.7
inverters,4,3.17
clock buffers,3,4.75
well taps,46,12.1
repair buffers,3,6.33
-- logic make-up after synthesis --
group / synth area share, %
AND-OR/OR-AND: 20.1
XOR/XNOR: 6.91
flip-flops: 21.1
AND/OR/NAND/NOR: 24.0
latches: 19.7
buffers and inverters: 8.22
Power figures rest on the tool's default switching activity, not on a simulated workload.

File: ./constraint.sdc
current_design mealy_fsm

set clk_period 1.5
set clk_io_pct 0.2

create_clock -name clk0 -period $clk_period [get_ports {clk}]

set non_clock_inputs [all_inputs -no_clocks]
set_input_delay [expr $clk_period * $clk_io_pct] -clock clk0 $non_clock_inputs
set_output_delay [expr $clk_period * $clk_io_pct] -clock clk0 [all_outputs]
File: ./design.v
module mealy_fsm(clk,reset,din,dout);
input clk,reset,din;
output reg dout;
parameter IDLE=3'b001,
          S1=3'b010,
          S2=3'b011,
          S3=3'b100;
reg[2:0]next_state, state;
always@(posedge clk) begin
if(reset)
state<=IDLE;
else
state<=next_state;
end
always@(*) begin
    next_state=IDLE;
    case(state)
    IDLE: begin
          if(din==0)
          next_state=S1;
          else
          next_state=IDLE;
          end
     S1:  begin
          if(din==1)
          next_state=S2;
          else
          next_state=S1;
          end
     S2:  begin
          if(din==1)
          next_state=S3;
          else
          next_state=S1;
          end
     S3:  begin
          if(din==0)
          next_state=S1;
          else
          next_state=IDLE;
          end
   endcase
  end
always@(posedge clk) begin
    if(reset)
        dout<=0;
    else
        begin
            case(state)
                IDLE: dout<=0;
                S1:   dout<=0;
                S2:   dout<=0;
                S3:   dout<=1;
             endcase
         end
    end
 endmodule
File: ./config.mk
export PLATFORM = sky130hd
export DESIGN_NAME = mealy_fsm
export DESIGN_NICKNAME = mealy_fsm
export VERILOG_FILES = /design/flow/design.v
export SDC_FILE = /design/flow/constraint.sdc
export NUM_CORES = 4
export LEC_CHECK = 1
export CORE_AREA = 10 10 70 70
export DIE_AREA = 0 0 80 80
File: ./run.sh
#!/bin/bash
# OpenROAD 26Q1-2900-gdf79404cd8, Yosys 0.63+post, stock flow scripts
make -C /OpenROAD-flow-scripts/flow DESIGN_CONFIG=/design/flow/config.mk WORK_HOME=/design/flow/orfs finish
==> notes.md <==
run metrics: final core occ 7.80%, Critical-path top delay cell clkdlybuf4s50_1, worst slew pin tran 0.175 ns, dpl ws between 0.3 and 0.4 ns, RSZ-0062 raised after global routing no, area fraction in mux cells 0%, final worst slack 0.146 ns, sequential power share 46.2%, Final setup viols 0, vias after detailed routing 108, slew margin rel. 88.2%, Clk pin slew, worst setup/hold paths ~0.04 ns, Die Width 80 um, Top cell excl fill/tap dfxtp_1, fin. max-slew vios 0, Worst Path Buf+Inv 1, Int Pwr 246 uW, cts hold-fix bufs 0, Mapped Area approximately 150 um2, Yosys cell types 9, worst vdd ir 0.348 mV, Gate Count Post-Synth 13, syn avg cell area 11.7 um2, Net Sw Power 56.6 uW, port bufs 3, Tool Warnings 25, Yosys Chip Area 153 um2, total power 303 uW, critical path arrival 1.05 ns, WL/cell 4.67 um, P_leak 0.0000898 uW, Latency at later pin 0.24 ns, PwrDens about 1100 nW/um2, PostCTS Resize Cnt 0, comb area leader simple AND/OR/NAND/NOR gates, hold path start state[1], status finished clean, remaining antenna violation count 0, Adder Area Share 0%, R2R cell count 2, total length of routed wires slightly above 300 um, CP Capture Type output port, period utilisation layout 90.3%, chip area approximately 6400 um2, f_max around 740 MHz, Post-Place Cells 62, Post-Layout Cell Count 66, most frequent cells in the layout 5 x dfxtp_1, 3 x clkbuf_4, 3 x clkdlybuf4s50_1, xor and xnor area share after synthesis 0%, number of antenna violations at the first check in global routing 0, ao+oa area frac 6.56%, Via density 1.64, first-pass GRT wire length 572 um, max incr delay on CP 0.49 ns, n_diodes 0, Simple Share, Synth 25.4%, # DRC 0, Core Rows 21, Tot GR Track Use 1.18%, Max H-tree Level 1, first-pass iteration count of the detailed router 2, hold-critical path depth 2, Sw Share 18.7%, critical path required time 1.20 ns, CTS tree built, layout cell share with drive strength beyond 1 20.0%, # Cells Yosys 13, CTS Root Cell clkbuf_4, Overflow after GRT 0, Max Cap Viol 0, Seq share, synth 65.6%, RR Startpoint state[2], CTS buffer count 3, Area Growth Syn to Fin 74.6%, yosys warning tally 1, I/O pins 4, worst reg-to-reg setup slack 0.49 ns, core area 3420 um2, clock power share 49.8%, skew final 0.00131 ns, crit path launch type flop, minimum clock period 1.35 ns, Fin. Hold Viols 0, Die H about 80 um, Top delay family on crit path buffers and inverters, fp util 4.47%, synthesis-stage register bit count 5, DR iter-0 viols 2, Comb power frac 4.0%, via count of the first global-routing pass between 100 and 150, Max Root-Sink Buffers 2, Hold WC Path Type reg -> reg, Worst Path Max Fanout 2, gpl congestion 0.576, Final TNS setup 0 ns, number of post-CTS setup repair buffers 0, Clock Sinks 5, CP Cell Sequence clkdlybuf4s50_1, critical path class reg -> out, largest net degree at the start of global routing 6, worst hold path endpoint dout, Critical R2R Capture dout
==> layer usage <==
metal	part of all wire (%)	track usage, %
met2	32	1.28
met3	14	1.25
met4	0	0.352
met5	0	0
met1	54	1.47
==> worst register-to-register path, stage by stage (launching register included) <==
cell and delay [ns]:
dfxtp_1 0.30, or4b_1 0.51, a21oi_1 0.15
==> final cells by class <==
cell class	instances	area [um2]
Multi-Input combinational cell	7	48.8
Sequential cell	5	100
Inverter	1	3.75
Fill cell	402	3150
Clock buffer	4	26.3
Tap cell	46	57.6
Timing Repair Buffer	3	30.0
==> synthesized netlist by cell type <==
cell | n | area share [%]
and3b_2 | 1 | 6.6
a21oi_1 | 1 | 3.3
or4b_1 | 1 | 6.6
inv_1 | 1 | 2.5
nor2_1 | 1 | 2.5
o21ai_0 | 1 | 3.3
and3b_1 | 1 | 5.7
dfxtp_1 | 5 | 66
nand2b_1 | 1 | 4.1
==> stage by stage <==
step,hold slack (ns),area [um2]
4_1_cts,0.454,267
3_5_place_dp,0.449,240
6_report,0.452,267
2_1_floorplan,0.367,153
5_1_grt,0.483,267
3_3_place_gp,0.429,240
==> sequential cells by signal, summed over array words and instances (netlist names) <==
signal  flops
state       4
dout        1
==> power groups by stage <==
stage / sequential [uW] / clock [uW] / combinational [uW]
CTS: 140 / 158 / 12.2
global route: 140 / 170 / 13.7
finish: 140 / 151 / 12.1
==> worst max path at each step <==
stage,from,end,slack [ns],depth (start not counted)
after global routing,dout,dout,0.07,1
after CTS,dout,dout,0.12,1
final,dout,dout,0.15,1
==> logic make-up after synthesis <==
logic type / count (synthesis)
DFF: 5
AOI/OAI and AO/OA: 2
and+or+nand+nor: 5
buffers and inverters: 1
Power and IR drop assume default switching activity.
